## flow/config.mk

```make
export PLATFORM = sky130hd
export DESIGN_NAME = shift_reg
export DESIGN_NICKNAME = shift_reg
export VERILOG_FILES = /design/flow/design.v
export SDC_FILE = /design/flow/constraint.sdc
export NUM_CORES = 4
export LEC_CHECK = 1
export CORE_AREA = 10 10 110 110
export DIE_AREA = 0 0 120 120
```

## flow/constraint.sdc

```tcl
current_design shift_reg

set clk_period 4.6
set clk_io_pct 0.2

create_clock -name clk0 -period $clk_period [get_ports {clock}]

set non_clock_inputs [all_inputs -no_clocks]
set_input_delay [expr $clk_period * $clk_io_pct] -clock clk0 $non_clock_inputs
set_output_delay [expr $clk_period * $clk_io_pct] -clock clk0 [all_outputs]
```

## flow/design.v

```verilog
`timescale 1ns / 1ps
module shift_reg(E, D, C, B, A, clock, reset);
output D,C,B,A;
input E;
input clock, reset;
reg D,C,B,A;
wire clk;
reg [26:0] leds_r;
always @ (posedge clock)
leds_r <= leds_r + 1;
assign clk = leds_r[25];
always @ (posedge clk)
if(reset == 1'b1) begin D<=0; C<=0; B<=0; A<=0; end
else begin D<=E; C<=D; B<=C; A<=B; end
endmodule
```

## flow/run.sh

```bash
#!/bin/bash
# OpenROAD 26Q1-2900-gdf79404cd8, Yosys 0.63+post, stock flow scripts
make -C /OpenROAD-flow-scripts/flow DESIGN_CONFIG=/design/flow/config.mk WORK_HOME=/design/flow/orfs finish
```

==> flow_summary.yaml <==
# physical design summary
sta:
  min_period_ns: 1.52
  slew_headroom_pct: 63.0
  hold_viol_final: 0
  fin_skew_ns: 0.00334
  final_max_slew_viol_count: 0
  fmax_ghz: 0.658
  setup-tns-final_ns: 0
  untimed_endpoints: 8
  fin_hold_ws_ns: 0.418
  worst_slack_ns: 3.08
  worst_pin_slew_ns: 0.553
  rsz0062_at_grt: "false"
  finalCritPeriodShare_pct: 33.1
  unclocked_pins: 4
  setup_viol: 0
synthesis:
  synth_cell_types: 19
  edf_count: 0
  synth_area_mm2: 0.00111
  postSynthSeqShare_pct: 53.9
  ys_area_mm2: 0.00111
  yosysWarningCount: 1
  syn_avg_cell_area_um2: 10.8
  yosysCellCount: 103
  synthArstFlopShare_pct: 0
  synthFlopType: "dfxtp_1"
  synth_cells: 103
  synth_flops: 30
die:
  rows: 36
  initial_utilization_pct: 11.4
  core_area_mm2: 0.00977
  io_pins: 7
  chipWidth_um: 120
  die_h_um: 120
  die-area_mm2: 0.0144
global_routing:
  grtUsageTotal_pct: 2.28
  grt_max_degree: 15
  overflow: 0
  grt_pass1_vias: 634
  antenna_found_initial: 0
  grt_pass1_wl_um: 2830
job:
  max_cap_viol_count: 0
  warning_count: 25
place:
  dpl_cell_area_mm2: 0.00134
  place_congestion: 0.733
  dp_slack_ns: 3.08
  dp_hpwl_um: 1160
  port_buffers: 6
  dp_cells: 242
route:
  wl_per_cell_um: 6.62
  highest-signal-layer: "met3"
  drtIter0Drc: 38
  wl_met3_um: 102
  postRouteWirelength_um: 1630
  vias: 694
  drcViolationCount: 0
  wl_met1_um: 906
  post_drt_via_cell_ratio: 2.82
  wl_met2_um: 619
  drtPass1Iterations: 2
  antenna_left: 0
  num_antenna_cells: 0
clock_tree:
  post_cts_resized: 0
  clk_latency_ns: 0.26
  cts_setup_buffers: 0
  cts_buffers: 3
  holdBufCountCts: 0
  clk_pin_slew_ns: 0.09
  h-tree-depth: 1
  cts_tree: "built"
  cts_max_path_buffers: 2
  cts_root_buffer: "clkbuf_8"
power_and_ir_drop:
  p_per_area_mw_per_mm2: 266
  p_leak_uw: 0.000428
  peakVddDrop_v: 0.000134
worst_setup_path:
  criticalPathCategory: "reg2reg"
  arrival_ns: 1.68
  regToRegSetupSlack_ns: 3.08
  path_max_fanout: 6
  required_ns: 4.76
  crit_path_start_kind: "flop"
  endpoint_kind: "flop"
cells_and_area:
  design_area_mm2: 0.00140
  fill_cells: 1106
  final_cells: 246
  areaGrowthSynthToFinish_pct: 25.3
  drive_above_1_share_pct: 7.96
min_path:
  min_path_type: "reg2reg"
outcome:
  status: "finished clean"
## worst max-delay path, cell delays in order (launching register included)
cell     delay, ns
dfxtp_1       0.38
ha_1          0.23
nand4_2       0.19
nor4_4        0.31
nand4_1       0.16
xnor2_1       0.14
## power breakdown
| part | internal [uW] | switching [uW] | total, uW |
|---|---|---|---|
| clock | 76.4 | 67.4 | 144 |
| combinational | 1.75 | 0.701 | 2.45 |
| sequential | 225 | 0 | 225 |
| total | 303 | 68.1 | 371 |
## worst paths after layout
kind                     start                  to  cells after the start
max          leds_r[0]$_DFF_P_  leds_r[18]$_DFF_P_                      5
min          leds_r[0]$_DFF_P_   leds_r[0]$_DFF_P_                      1
max reg2reg  leds_r[0]$_DFF_P_  leds_r[18]$_DFF_P_                      5
min reg2reg  leds_r[0]$_DFF_P_   leds_r[0]$_DFF_P_                      1
## metrics by stage
stage,utilization [%],total power (uW)
after floorplan,-,231
after global placement,13.7,233
after detailed placement,13.7,233
after CTS,14.3,377
after global routing,14.3,382
final,14.3,371
## cell usage after synthesis (2+ instances only)
master / instances / area (um^2)
and3_1: 2 / 12.5
inv_1: 2 / 7.51
nor3_1: 2 / 10.0
dfxtp_1: 30 / 601
nand4_1: 6 / 37.5
xor2_1: 6 / 52.6
nor2b_1: 4 / 25.0
nand2_1: 9 / 33.8
xnor2_1: 18 / 158
nand3_1: 10 / 50.1
nor2_1: 6 / 22.5
## logic make-up after synthesis
logic type / synth area share, %
xor+xnor: 18.9
fa+ha+maj: 1.12
buf+inv: 0.674
flops: 53.9
simple gates: 25.5
## layer usage
metal	vias up	global-route usage, %
met5	-	0
met4	0	0
met3	0	1.05
met2	9	3.13
met1	318	3.39
li1	367	-
## cells in the final DEF (no fill, tap or decap), types with 2 or more instances in the layout
cell	count
and3_1	2
xnor2_1	18
nor2b_1	4
nor2_1	6
nand2_1	9
clkbuf_8	4
nand4_1	6
inv_1	2
nor3_1	2
xor2_1	6
dfxtp_1	30
nand3_1	10
clkdlybuf4s50_1	6
## sequential cells by signal (all words and copies together), names as in the netlist
register / count
leds_r: 26
B: 1
C: 1
A: 1
D: 1
## layout make-up
class	count	area [um^2]	area share, %
clock buffer	4	55.1	3.94
inverter	2	7.51	0.538
multi-input combinational	71	507	36.3
sequential	30	601	43.0
tap	133	166	11.9
timing repair buffer	6	60.1	4.30
No activity file was given, so power comes from the tool's default toggle rates.
