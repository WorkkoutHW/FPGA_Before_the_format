[flow/config.mk]
export PLATFORM = sky130hd
export DESIGN_NAME = D_reg
export DESIGN_NICKNAME = D_reg
export VERILOG_FILES = /design/flow/design.v
export SDC_FILE = /design/flow/constraint.sdc
export NUM_CORES = 4
export LEC_CHECK = 1
export CORE_AREA = 10 10 111 111
export DIE_AREA = 0 0 121 121
[flow/constraint.sdc]
current_design D_reg

set clk_period 3.6
set clk_io_pct 0.2

create_clock -name clk0 -period $clk_period [get_ports {clock}]

set non_clock_inputs [all_inputs -no_clocks]
set_input_delay [expr $clk_period * $clk_io_pct] -clock clk0 $non_clock_inputs
set_output_delay [expr $clk_period * $clk_io_pct] -clock clk0 [all_outputs]
[flow/design.v]
`timescale 1ns / 1ps
module D_reg(Data_in, Data_out, clock, reset);
	output [3:0] Data_out;
	input  [3:0] Data_in;
	input 		 reset;
	input			 clock;
	reg [3:0] Data_out;
	wire		 clk;
	reg [26:0] leds_r;
	always @ (posedge clock)
		leds_r <= leds_r + 1;
		assign clk = leds_r[26];
	always @ (posedge clk)
		if (reset == 1'b1) Data_out <= 4'b0000;
		else Data_out <= Data_in;
endmodule
[flow/run.sh]
#!/bin/bash
# OpenROAD 26Q1-2900-gdf79404cd8, Yosys 0.63+post, stock flow scripts
make -C /OpenROAD-flow-scripts/flow DESIGN_CONFIG=/design/flow/config.mk WORK_HOME=/design/flow/orfs finish
==> CHANGELOG.md <==
### Physical design

* Grt total ovfl at 0
* Min-Delay Path Depth at 1
* Cells after synthesis at around 110
* CTS tree: done
* Clock Skew at ~0.0079 ns
* Synth Warn # at 1
* Gr usage total at 2.52%
* Largest net degree at the start of global routing at 16
* Initial antenna violation count at 0
* Register share after synthesis at a little over half
* Design Area, Final at 1450 um2
* Slowest CP cell: or4_4
* IO Pins at 10
* Synth flops at 31
* Max Cap Viol at 0
* Cell Area, Synth at roughly 1100 um2
* Htree depth at 1
* Hold bufs inserted after CTS at 0
* Cell area leaders: dfxtp_1 (54%), xnor2_1 (9.9%), xor2_1 (9.1%)
* Yosys cell count at roughly 110
* Chip area estimate from yosys synthesis at about 1100 um2
* Reg2reg path depth at 5
* Tool Warnings at 25
* Count of buffer and inverter cells on the critical path at 0
* Top-area cell share at a little over half
* Worst path arrival time at 1.93 ns
* Max Slew Vio Count at 0
* Peak supply drop at 0.000208 V
* Buffer count from post-CTS setup fixing at 0
* Num CTS Buffers at 3
* CORE AREA at 9860 um2
* Worst skew pair latency at 0.27 ns
* DRC Markers at 0
* Count of unclocked register or latch pins at 4
* Crit path max-delay family: simple AND/OR/NAND/NOR gates
* CP cell instances: ha_1, nand2_2, or4_4, nor3_2, xor2_1
* FF-to-FF End: leds_r[26]
* HP Class: flip-flop to flip-flop
* Vias in the first global route at between 700 and 800
* Flop area at about 620 um2
* Setup TNS Final at 0 ns
* Slowest Stage Delay on Critical Path at around 0.59 ns
* 1st-iter DRT viols at 40
* Crit path required time at around 3.8 ns
* Non-filler cells, final at between 200 and 300
* Crit Path Category: flip-flop to flip-flop
* RSZ-0062 raised after global routing: no
* GP Congestion at approximately 0.81
* Power Dens Cells at ~330 nW/um2
* Crit share post-route at between 40% and 50%
* Syn avg cell area at around 11 um2
* Top cell type by total area after synthesis: dfxtp_1
* # diodes at 0
* Worst relative slew slack at between 60% and 70%
* Final hold slack at roughly 0.4 ns
* Layout area overhead at 26.3%
* # rows at 36
* PortBufs at 9
* Post-Route WL at about 1800 um
* Number of unconstrained endpoints at 8
* Die outline height at between 100 and 150 um
* Chip area at between 10000 and 15000 um2
* Clk pin slew, worst setup/hold paths at 0.09 ns
* Final min period at approximately 1.7 ns
* First-pass GRT wire length at 3170 um
* R2r startpoint: leds_r[0]
* CP Capture Type: flip-flop
* Longest Clk Path Bufs at 2
* Die Width at roughly 120 um
* Least-Margin Pin Slew at ~0.59 ns
* Leakage at 0.000488 uW
* Via/cell ratio at 3.00
* Hold Startpoint: leds_r[0]
* Inst Count DP at between 200 and 300
* Root Driver: clkbuf_8
* DR vias at about 760
* Post-route ant nets at 0
* Final Hold Viols at 0
* Multi-input logic area at about 530 um2
* Synth cell types at 18
* R2R Setup Slk at roughly 1.9 ns
* Core Density at Floorplan at a little under an eighth
* CP startpoint kind: flip-flop
* Hold Path End: leds_r[0]
* Setup Viol. Count Final at 0
* Layout cells sized above 1 at 8.26%
* Post-CTS sizing at 0
* CP max FO at 4
* HPWL after detailed placement at ~1400 um
* F_max at between 500 and 600 MHz
* WL per Instance at ~7.2 um
* Total Power at between 400 and 500 uW
* Post-DP Area at roughly 1400 um2
* TritonRoute pass-1 iters at 4
* Outcome: finished clean
* Fillers at ~1100
-- layout make-up --
class | count | area share (%)
sequential | 31 | 42.7
multi-input combinational | 76 | 36.2
tap | 133 | 11.5
timing repair buffer | 9 | 6.20
clock buffer | 3 | 2.84
clock inverter | 1 | 0.345
inverter | 1 | 0.258
-- Yosys cell counts --
library cell,n
and3_1,1
and4_1,2
dfxtp_1,31
ha_1,1
inv_1,1
nand2_1,6
nand2_2,1
nand3_1,10
nand3_2,1
nand4_1,10
nor2_1,5
nor2b_1,4
nor3_1,3
nor3_2,3
nor4_1,3
or4_4,1
xnor2_1,13
xor2_1,12
-- sequential cells by signal, summed over array words and instances, names as in the netlist --
| name | count |
|---|---|
| Data_out | 4 |
| leds_r | 27 |
-- where the power goes --
group | switching [uW] | internal, uW
registers | 0 | 299
clock network | 89.8 | 77.4
logic | 1.57 | 5.80
total | 91.4 | 382
-- worst max-delay path by stage --
stage,depth (start not counted),start,endpoint
global route,5,leds_r[0],leds_r[20]
finish,5,leds_r[0],leds_r[26]
CTS,5,leds_r[0],leds_r[26]
-- stage by stage --
| stage | worst slack [ns] | utilization (%) |
|---|---|---|
| finish | 1.88 | 14.7 |
| floorplan | 1.98 | - |
| detailed placement | 1.91 | 14.3 |
| global placement | 1.93 | 14.3 |
| CTS | 1.88 | 14.7 |
| global route | 1.67 | 14.7 |
-- worst reg2reg max path, stage by stage (launching register included) --
cell	delay [ns]
dfxtp_1	0.36
ha_1	0.26
nand2_2	0.11
or4_4	0.59
nor3_2	0.21
xor2_1	0.15
-- per-layer routing --
layer	track usage [%]	vias to the layer above	part of all wire (%)	wire [um]
met5	0	-	0	0
met4	0.226	0	0.44	8
met3	0.992	2	7.6	138
met2	3.78	19	39	714
met1	3.47	333	53	963
li1	-	407	-	-
-- placed cells by master, fill, tap and decap left out, types with 2 or more instances in the layout --
| cell type | count |
|---|---|
| dfxtp_1 | 31 |
| xnor2_1 | 13 |
| xor2_1 | 12 |
| nand4_1 | 10 |
| nand3_1 | 10 |
| clkdlybuf4s50_1 | 9 |
| nand2_1 | 6 |
| nor2_1 | 5 |
| nor2b_1 | 4 |
| nor3_2 | 3 |
| nor4_1 | 3 |
| nor3_1 | 3 |
| clkbuf_8 | 3 |
| and4_1 | 2 |
-- cell families (layout without fill, tap and decap cells) --
| family | count (synthesis) | count (layout) | synth area share, % |
|---|---|---|---|
| flip-flops | 31 | 31 | 54.0 |
| buffers and inverters | 1 | 14 | 0.326 |
| AND/OR/NAND/NOR | 50 | 50 | 25.6 |
| XOR/XNOR | 25 | 25 | 19.0 |
| adder cells (fa/ha/maj) | 1 | 1 | 1.09 |
Power is estimated from default activity; no workload was simulated.
